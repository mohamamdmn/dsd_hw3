==> flow/design.v <==
module RestoringDivider16 (
    input wire clk,
    input wire reset,
    input wire start,
    input wire [15:0] numerator,
    input wire [15:0] denominator,
    output reg [15:0] quotient,
    output reg done
);
    reg [4:0] bit_index;
    reg [31:0] remainder_reg;
    reg [15:0] denominator_abs;
    reg [15:0] quotient_next;
    reg sign_numerator, sign_denominator;
    reg in_progress;
    always @(posedge clk or posedge reset) begin
        if (reset) begin
            quotient <= 0;
            remainder_reg <= 0;
            quotient_next <= 0;
            denominator_abs <= 0;
            bit_index <= 0;
            done <= 0;
            in_progress <= 0;
        end else begin
            if (start && !in_progress) begin
                in_progress <= 1;
                done <= 0;
                bit_index <= 0;
                sign_numerator <= numerator[15];
                sign_denominator <= denominator[15];
                remainder_reg <= {16'b0, numerator[15] ? (~numerator + 1) : numerator};
                denominator_abs <= denominator[15] ? (~denominator + 1) : denominator;
                quotient_next <= 0;
            end else if (in_progress) begin
                if (bit_index < 16) begin
                    remainder_reg = {remainder_reg[30:0], 1'b0};  
                    remainder_reg[15:0] = remainder_reg[15:0] - denominator_abs;
                    if (remainder_reg[15]) begin
                        remainder_reg[15:0] = remainder_reg[15:0] + denominator_abs;  
                        quotient_next = quotient_next << 1;
                    end else begin
                        quotient_next = (quotient_next << 1) | 1'b1;
                    end
                    bit_index = bit_index + 1;
                end else begin
                    if (sign_numerator ^ sign_denominator)
                        quotient <= ~quotient_next + 1;
                    else
                        quotient <= quotient_next;
                    done <= 1;
                    in_progress <= 0;
                end
            end else begin
                done <= 0;
            end
        end
    end
endmodule
==> flow/run.sh <==
#!/bin/bash
# OpenROAD 26Q1-2900-gdf79404cd8, Yosys 0.63+post, stock flow scripts
make -C /OpenROAD-flow-scripts/flow DESIGN_CONFIG=/design/flow/config.mk WORK_HOME=/design/flow/orfs finish
==> flow/config.mk <==
export PLATFORM = sky130hd
export DESIGN_NAME = RestoringDivider16
export DESIGN_NICKNAME = RestoringDivider16
export VERILOG_FILES = /design/flow/design.v
export SDC_FILE = /design/flow/constraint.sdc
export NUM_CORES = 4
export LEC_CHECK = 1
export CORE_UTILIZATION = 30
==> flow/constraint.sdc <==
current_design RestoringDivider16

set clk_period 5.6
set clk_io_pct 0.2

create_clock -name clk0 -period $clk_period [get_ports {clk}]

set non_clock_inputs [all_inputs -no_clocks]
set_input_delay [expr $clk_period * $clk_io_pct] -clock clk0 $non_clock_inputs
set_output_delay [expr $clk_period * $clk_io_pct] -clock clk0 [all_outputs]
==> flow_summary.html <==
<h2>Synthesis and place &amp; route</h2>
<table>
<tr><th>Metric</th><th>Value</th></tr>
<tr><th colspan="2">Critical path</th></tr>
<tr><td>Depth of the worst register-to-register path</td><td>18</td></tr>
<tr><td>Sort of element at the start of the critical path</td><td>flop</td></tr>
<tr><td>CP max stage delay</td><td>between 0.4 and 0.5 ns</td></tr>
<tr><td>Arrival time of the worst setup path</td><td>between 4 and 5 ns</td></tr>
<tr><td>Critical Path Fanout Max</td><td>5</td></tr>
<tr><td>Start point of the critical path</td><td>denominator_abs[1]</td></tr>
<tr><td>Capturing instance or port of the critical path</td><td>remainder_reg[14]</td></tr>
<tr><td>Worst path cell trace</td><td>inv_1 &gt; ha_1 &gt; nor2b_2 &gt; o31a_1 &gt; nor4_1 &gt; nor3_1 &gt; nor2_1 &gt; o21ai_1 &gt; xor2_1 &gt; ha_1 &gt; a21oi_1 &gt; nor2b_1 &gt; a22o_1 &gt; o31ai_2 &gt; mux2_4 &gt; o21ai_2 &gt; xnor2_1 &gt; o21ai_2</td></tr>
<tr><td>Crit Path Class</td><td>reg -&gt; reg</td></tr>
<tr><td>Worst Setup End Kind</td><td>flop</td></tr>
<tr><td>Reg-to-reg endpoint</td><td>remainder_reg[14]</td></tr>
<tr><td>Cell at the slowest stage of the critical path</td><td>sky130_fd_sc_hd__dfrtp_1</td></tr>
<tr><td>Required arrival time at the worst endpoint</td><td>approximately 5.8 ns</td></tr>
<tr><td>Worst R2R Setup Slack</td><td>~1.7 ns</td></tr>
<tr><td>Worst r2r src</td><td>denominator_abs[1]</td></tr>
<tr><th colspan="2">Timing</th></tr>
<tr><td>Period utilization</td><td>68.9%</td></tr>
<tr><td>Final tally of setup violations</td><td>0</td></tr>
<tr><td>Final-layout worst hold slack</td><td>between 0.4 and 0.5 ns</td></tr>
<tr><td>Final critical-path setup slack</td><td>1.74 ns</td></tr>
<tr><td>FMAX</td><td>about 260 MHz</td></tr>
<tr><td>RSZ-0062 raised after global routing</td><td>no</td></tr>
<tr><td>Worst Tran Pin Value</td><td>~0.8 ns</td></tr>
<tr><td>Shortest clock period the worst path allows after layout</td><td>just under 4 ns</td></tr>
<tr><td>Final Hold Vio Count</td><td>0</td></tr>
<tr><td>Worst Skew</td><td>just over 0.007 ns</td></tr>
<tr><td>Worst slew margin</td><td>46.2%</td></tr>
<tr><td>Accumulated negative setup slack</td><td>0 ns</td></tr>
<tr><td>Number of slew-limit violations in the final report</td><td>0</td></tr>
<tr><th colspan="2">Global routing</th></tr>
<tr><td>Vias in the first global route</td><td>just over 4000</td></tr>
<tr><td>Maximum number of pins on one net before global-route repair</td><td>roughly 49</td></tr>
<tr><td>Total congestion overflow</td><td>0</td></tr>
<tr><td>Global-route usage over all layers</td><td>14.6%</td></tr>
<tr><td>Global-route wire length before repair</td><td>20500 µm</td></tr>
<tr><td>Antenna violations before repair</td><td>0</td></tr>
<tr><th colspan="2">Logic synthesis</th></tr>
<tr><td>Mapped Avg Cell Area</td><td>between 8 and 9 µm²</td></tr>
<tr><td>Proportion of synthesized chip area in sequential cells</td><td>around a third</td></tr>
<tr><td>Most numerous cell in the Yosys netlist</td><td>sky130_fd_sc_hd__dfrtp_1</td></tr>
<tr><td>Area leader, netlist</td><td>sky130_fd_sc_hd__dfrtp_1</td></tr>
<tr><td>Yosys stat cell total</td><td>roughly 590</td></tr>
<tr><td>Area of the synthesized netlist per yosys stat</td><td>~0.0052 mm²</td></tr>
<tr><td>Combined area of all synthesized cells</td><td>between 0.005 and 0.006 mm²</td></tr>
<tr><td>Largest type area fraction</td><td>33.9%</td></tr>
<tr><td>Flip-flops with a built-in enable</td><td>2</td></tr>
<tr><td>Count of synthesis-stage warnings from yosys</td><td>1</td></tr>
<tr><td>Synth top area cells</td><td>sky130_fd_sc_hd__dfrtp_1 34%, sky130_fd_sc_hd__ha_1 8.0%, sky130_fd_sc_hd__xnor2_1 5.4%, sky130_fd_sc_hd__xor2_1 5.3%, sky130_fd_sc_hd__a21oi_1 4.3%</td></tr>
<tr><td>Commonest flop</td><td>sky130_fd_sc_hd__dfrtp_1</td></tr>
<tr><td>Number of register bits inferred by synthesis</td><td>72</td></tr>
<tr><td>Post-synthesis cell count</td><td>between 500 and 600</td></tr>
<tr><td>Share of flip-flops with an asynchronous set or reset</td><td>97.2%</td></tr>
<tr><td>Count of unique library cells instantiated by Yosys</td><td>68</td></tr>
<tr><td>Most instantiated cells after synthesis</td><td>70 x sky130_fd_sc_hd__dfrtp_1, 57 x sky130_fd_sc_hd__nand2_1, 56 x sky130_fd_sc_hd__nor2_1</td></tr>
<tr><th colspan="2">Detailed routing</th></tr>
<tr><td>Overall via count from detail_route</td><td>between 4000 and 5000</td></tr>
<tr><td>Pre-antenna DRT Iters</td><td>4</td></tr>
<tr><td>Number of remaining DRC errors</td><td>0</td></tr>
<tr><td>Count of nets left with antenna violations after detail routing</td><td>0</td></tr>
<tr><td>Total wire length after detailed routing</td><td>11800 µm</td></tr>
<tr><td>Number of diodes added for antenna fixing</td><td>0</td></tr>
<tr><td>WL per Instance</td><td>about 14 µm</td></tr>
<tr><td>Drt initial violations</td><td>between 200 and 250</td></tr>
<tr><td>Vias per cell</td><td>4.83</td></tr>
<tr><th colspan="2">Clock tree</th></tr>
<tr><td>Post-cts sizing count</td><td>0</td></tr>
<tr><td>Hold buffer count at cts</td><td>0</td></tr>
<tr><td>Clock Sinks</td><td>about 70</td></tr>
<tr><td>Htree depth</td><td>3</td></tr>
<tr><td>Clk latency late pin</td><td>~0.34 ns</td></tr>
<tr><td>Setup bufs post-CTS</td><td>0</td></tr>
<tr><td>CTS root buffer</td><td>sky130_fd_sc_hd__clkbuf_16</td></tr>
<tr><td>Number of buffers on the longest clock path</td><td>2</td></tr>
<tr><td>Clock tree from TritonCTS</td><td>done</td></tr>
<tr><td>Clock slew seen by the registers of the worst setup and hold paths</td><td>approximately 0.06 ns</td></tr>
<tr><td>Number of buffers created by CTS</td><td>9</td></tr>
<tr><th colspan="2">Place</th></tr>
<tr><td>GPL Wtd Cong</td><td>about 0.88</td></tr>
<tr><td>Quantity of I/O buffers inserted on ports</td><td>~51</td></tr>
<tr><td>Placement-stage worst setup slack</td><td>between 1.5 and 2 ns</td></tr>
<tr><td>Detailed Place HPWL</td><td>between 8000 and 9000 µm</td></tr>
<tr><th colspan="2">Layout</th></tr>
<tr><td>Top Registers</td><td>denominator_abs x16, quotient x16, quotient_next x16</td></tr>
<tr><td>Layout cells sized above 1</td><td>under 10%</td></tr>
<tr><td>Area growth from synthesis to layout</td><td>20.9%</td></tr>
<tr><th colspan="2">Job</th></tr>
<tr><td>Total tool warning count</td><td>27</td></tr>
<tr><td>Number of maximum-capacitance constraint violations</td><td>0</td></tr>
<tr><th colspan="2">Status</th></tr>
<tr><td>Status</td><td>complete, no violations</td></tr>
<tr><th colspan="2">Floorplanning</th></tr>
<tr><td>Die outline height</td><td>around 130 µm</td></tr>
<tr><td>Placeable core region</td><td>0.0167 mm²</td></tr>
<tr><td>Count of boundary I/O pins</td><td>about 52</td></tr>
<tr><td>Standard-cell rows</td><td>around 47</td></tr>
<tr><td>Core Density at Floorplan</td><td>between 30% and 40%</td></tr>
<tr><td>Floorplan die area</td><td>0.0178 mm²</td></tr>
<tr><td>Die boundary width</td><td>133 µm</td></tr>
<tr><th colspan="2">Worst hold path</th></tr>
<tr><td>Tightest Hold Check Type</td><td>reg -&gt; reg</td></tr>
</table>
==> critical path, delay by kind of cell (launching register included) <==
kind	cells	cell delay, ns
AOI/OAI and AO/OA	7	1.23
xor gates and xnor gates	2	0.33
adders and majority gates	2	0.60
buffers and inverters	1	0.07
DFF	1	0.44
muxes	1	0.34
and+or+nand+nor	5	0.75
==> final cells by class <==
type                    instances  area (µm²)
clock buffers                  10         239
clock inverters                 6        91.3
fillers                      1669       10500
inverters                      33         124
multi-input cells             464        3130
flip-flops and latches         72        1810
well taps                     220         275
repair buffers                 60         578
==> layer usage <==
metal  track usage (%)  routed length (µm)
met2              22.0                4980
met1              23.1                6070
met3              2.68                 686
met4              1.07                  72
met5                 0                   0
==> metrics by stage <==
step	instance area (µm²)	utilization (%)	std cells
finish	6250	37.4	865
global route	6250	37.4	865
CTS	6250	37.4	865
detailed placement	5920	35.4	849
global placement	5920	35.4	849
floorplan	5170	-	591
==> cell families (layout without fill, tap and decap cells) <==
logic type / after synthesis / count (layout) / synth area share [%]
adder cells (fa/ha/maj): 34 / 34 / 8.38
AND-OR/OR-AND: 185 / 185 / 23.8
XOR/XNOR: 64 / 64 / 11.0
buffers and inverters: 55 / 109 / 4.38
flip-flops: 72 / 72 / 35.1
AND/OR/NAND/NOR: 171 / 171 / 15.3
multiplexers: 10 / 10 / 2.15
==> cell usage in the layout, fill, tap and decap left out, types with 25 or more instances in the layout <==
master,n
sky130_fd_sc_hd__a21oi_1,44
sky130_fd_sc_hd__clkdlybuf4s50_1,51
sky130_fd_sc_hd__dfrtp_1,70
sky130_fd_sc_hd__ha_1,33
sky130_fd_sc_hd__inv_1,30
sky130_fd_sc_hd__nand2_1,57
sky130_fd_sc_hd__nor2_1,56
sky130_fd_sc_hd__o21ai_0,26
sky130_fd_sc_hd__o21ai_1,25
sky130_fd_sc_hd__xnor2_1,32
sky130_fd_sc_hd__xor2_1,31
==> worst min path at each step <==
stage / startpoint / to / slack [ns] / cells after the start
after CTS: done / done / 0.49 / 1
after global routing: done / done / 0.51 / 1
final: done / done / 0.48 / 1
