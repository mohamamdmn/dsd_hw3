File: design/flow/design.v
module ShiftAndAddMultiplier(
    input wire clk,
    input wire rst_n,
    input wire start,
    input wire [7:0] multiplicand,
    input wire [7:0] multiplier,
    output reg [15:0] product,
    output reg done
);
reg [7:0] mcand;      
reg [7:0] mplier;     
reg [3:0] count;      
reg busy;
always @(posedge clk or negedge rst_n) begin
    if (!rst_n) begin
        product <= 0;
        mcand <= 0;
        mplier <= 0;
        count <= 0;
        busy <= 0;
        done <= 0;
    end else begin
        if (start && !busy) begin
            mcand <= multiplicand;
            mplier <= multiplier;
            product <= 0;
            count <= 0;
            busy <= 1;
            done <= 0;
        end else if (busy) begin
            if (mplier[0] == 1) begin
                product <= product + (mcand << count);
            end
            mplier <= mplier >> 1;
            count <= count + 1;
            if (count == 7) begin
                busy <= 0;
                done <= 1;
            end
        end else begin
            done <= 0; 
        end
    end
end
endmodule
File: design/flow/run.sh
#!/bin/bash
# OpenROAD 26Q1-2900-gdf79404cd8, Yosys 0.63+post, stock flow scripts
make -C /OpenROAD-flow-scripts/flow DESIGN_CONFIG=/design/flow/config.mk WORK_HOME=/design/flow/orfs finish
File: design/flow/config.mk
export PLATFORM = sky130hd
export DESIGN_NAME = ShiftAndAddMultiplier
export DESIGN_NICKNAME = ShiftAndAddMultiplier
export VERILOG_FILES = /design/flow/design.v
export SDC_FILE = /design/flow/constraint.sdc
export NUM_CORES = 4
export LEC_CHECK = 1
export CORE_UTILIZATION = 50
File: design/flow/constraint.sdc
current_design ShiftAndAddMultiplier

set clk_period 9.2
set clk_io_pct 0.2

create_clock -name clk0 -period $clk_period [get_ports {clk}]

set non_clock_inputs [all_inputs -no_clocks]
set_input_delay [expr $clk_period * $clk_io_pct] -clock clk0 $non_clock_inputs
set_output_delay [expr $clk_period * $clk_io_pct] -clock clk0 [all_outputs]
==> summary.txt <==
yosys + openroad results -> worst-skew pair later-pin latency ~290 ps, RSZ-0062 raised after global routing no, CP cell instances clkdlybuf4s50_1 > nor2b_1 > a21oi_1 > buf_4 > a32o_1, power density cells 386 nW/µm², Post-Route Setup TNS 0 ps, Comb pwr share 0.570, Post-Synthesis Cells between 200 and 300, YS chip area ~2500 µm², Fin Hold WS about 490 ps, Switching Share 0.420, combinational gate area ~1500 µm², Post-synth EDFFs 0, fillers about 430, die width approximately 73 µm, Buf+Inv Stages, Crit Path 2, TritonCTS Buffers 5, Die Size ~5400 µm², Clock transition at path regs around 80 ps, Initial DRC Count 119, Seq/Total Area, Yosys 0.375, average size of a mapped cell about 9 µm², Tot GR Track Use 0.210, core box area just under 5000 µm², Peak VDD IR approximately 0.2 mV, min Tclk post-route around 3700 ps, IO Pins 36, area of the mapped netlist between 2000 and 3000 µm², Slew Viols, Final 0, Reg2Reg Depth 13, first-pass GRT wire length 8530 µm, # hold bufs at CTS 0, post-route non-filler standard cell count 373, Placed Cells between 300 and 400, Clock Tree Root clkbuf_8, CTS resizes 0, vias per inst approximately 5.5, Least-Margin Pin Slew about 800 ps, Reg area between 900 and 1000 µm², die height between 70 and 80 µm, area grow syn2layout 20.6%, status complete, no violations, nature of the critical path endpoint flip-flop, Final HPWL DP roughly 3600 µm, Critical R2R Launch count[0], Yosys top cell area share 0.375, Routability Congestion 0.875, first drt pass iteration count 4, top cells, area dfrtp_1 37%, ha_1 7.9%, mux2i_1 5.9%, max-cap violation count 0, setup bufs post-CTS 0, total gr overflow 0, TritonCTS clock tree done, Setup Skew between 4 and 5 ps, Most used DFF post-synth dfrtp_1, initial antenna violation count 0, top cells by count, synth 38 x dfrtp_1, 38 x nand2_1, 28 x o21ai_0, CP Class input port to flip-flop, WL per Instance roughly 13 µm, Top delay family on crit path buffers and inverters, share of layout cells above drive strength 1 0.0948, Registers, synthesis 38, CP Launch Point start, count of different cell masters after synthesis around 44, clk sink count 38, Hold Vio Cnt, Final 0, ys cells between 200 and 300, slowest CP cell clkdlybuf4s50_1, cell accounting for the most synthesized area dfrtp_1, Clock Power Share 0.146, CP max FO 16, routed vias between 2000 and 2500, reg-to-reg slack, setup 5790 ps, WHS Endpoint mplier[3], asr flop ratio synth 1.00, Slew headroom 0.464, crit path DRT 9390 ps, hold path depth 2, Routed Antenna Nets 0, htree depth 2, num rows 25, startpoint types input port, Clock Path Buffers 2, antenna cell count 0, P_leak 0.00136 µW, number of cells on the critical path 5, Synth Warn # 1, Final setup viols 0, Hold Path Class flip-flop to flip-flop, worst hold start mplier[4], fp util 0.527, fmax about 270 MHz, Buffers on Ports 35, OpenROAD warning count 26, Seq pwr share 0.284, CP peak stage delay 790 ps, Post-Route WL 5000 µm, pin count of the biggest net entering global routing 39, critical path arrival ~4000 ps, number of global-route vias before repair around 1800, period utilization 0.402, RR Endpoint product[14], Pint 684 µW, Sw Pwr a little under 500 µW, DRC 0
-- metal layers --
metal | up-vias | track usage | part of all wire
met3 | 5 | 0.0250 | 0.028
met4 | 0 | 0.0196 | 0.0080
li1 | 1050 | - | -
met1 | 951 | 0.344 | 0.51
met5 | - | 0 | 0
met2 | 29 | 0.326 | 0.45
-- cell type report --
type                            instances  share of cell area
Sequential cell                        38               0.311
Inverter                                7             0.00858
Timing Repair Buffer                   37               0.118
Clock buffer                            5              0.0225
Tap cell                               67              0.0274
Clock inverter                          3              0.0225
Multi-Input combinational cell        216               0.491
-- worst max-delay path by stage --
stage                 slack (ps)         end
after CTS                   5500  product[0]
after global routing        5380  product[2]
final                       5500  product[0]
-- registers in the layout, indices dropped and copies added, names as in the netlist --
| name | cells |
|---|---|
| mcand | 8 |
| done | 1 |
| product | 16 |
| count | 4 |
| busy | 1 |
| mplier | 8 |
-- layout by cell type (no fill, tap or decap), types with 2 or more instances in the layout --
cell type        count
xnor2_1              7
nand4_1              2
nand2_1             38
a21o_1               4
clkbuf_8             5
a22o_1               4
inv_1                6
buf_4                2
o21ai_0             28
dfrtp_1             38
a21oi_1             17
and4_1               2
o22ai_1              3
mux2_4               2
a31oi_1              3
nor2_1              13
mux2i_1             15
o21ai_1              6
mux2_2              12
a211oi_1             3
bufinv_16            2
nand2b_1             4
nor2b_1              7
nor3_1               4
clkdlybuf4s50_1     34
ha_1                16
xor2_1               7
nand3_1              4
-- through the flow --
step	area (µm²)	util	total power, µW	setup WS (ps)
floorplan	2540	-	838	5950
global placement	2920	0.607	1000	5190
detailed placement	2920	0.607	1010	5190
CTS	3060	0.636	1190	5500
global route	3060	0.636	1290	5380
finish	3060	0.636	1180	5500
-- worst register-to-register path, cell delays in order (launching register included) --
cell	delay [ps]
dfrtp_1	670
mux2_2	440
nor2_1	110
a21oi_1	70
a21oi_1	310
nor2_1	90
ha_1	360
o21ai_0	230
o21ai_0	100
o21ai_1	140
o21ai_1	180
a211oi_1	330
xor2_1	190
o21ai_1	70
-- logic make-up (layout without fill, tap and decap cells) --
| kind of cell | count (synthesis) | count (layout) | synth area share |
|---|---|---|---|
| AND-OR/OR-AND | 77 | 77 | 0.181 |
| flip-flops | 38 | 38 | 0.375 |
| adder cells (fa/ha/maj) | 17 | 17 | 0.0867 |
| multiplexers | 30 | 30 | 0.133 |
| AND/OR/NAND/NOR | 78 | 78 | 0.142 |
| XOR/XNOR | 14 | 14 | 0.0483 |
| buffers and inverters | 20 | 52 | 0.0335 |
-- power groups by stage --
stage | Sequential [µW] | Clock, µW | Combinational (µW)
after CTS | 337 | 175 | 674
after global routing | 352 | 183 | 754
final | 336 | 173 | 673
Power figures rest on the tool's default switching activity, not on a simulated workload.
